===== design/flow/run.sh =====
#!/bin/bash
# OpenROAD 26Q1-2900-gdf79404cd8, Yosys 0.63+post, stock flow scripts
make -C /OpenROAD-flow-scripts/flow DESIGN_CONFIG=/design/flow/config.mk WORK_HOME=/design/flow/orfs finish

===== design/flow/config.mk =====
export PLATFORM = sky130hd
export DESIGN_NAME = sigma_delta_dac
export DESIGN_NICKNAME = sigma_delta_dac
export VERILOG_FILES = /design/flow/design.v
export SDC_FILE = /design/flow/constraint.sdc
export NUM_CORES = 4
export LEC_CHECK = 1
export CORE_AREA = 10 10 70 70
export DIE_AREA = 0 0 80 80

===== design/flow/constraint.sdc =====
current_design sigma_delta_dac

set clk_period 6.9
set clk_io_pct 0.2

create_clock -name clk0 -period $clk_period [get_ports {CLK}]

set non_clock_inputs [all_inputs -no_clocks]
set_input_delay [expr $clk_period * $clk_io_pct] -clock clk0 $non_clock_inputs
set_output_delay [expr $clk_period * $clk_io_pct] -clock clk0 [all_outputs]

===== design/flow/design.v =====
module sigma_delta_dac #(parameter MSBI=7, parameter INV=1'b1)
(
   output reg      DACout,  
   input  [MSBI:0] DACin,   
   input           CLK,
   input           RESET
);
reg [MSBI+2:0] DeltaAdder;  
reg [MSBI+2:0] SigmaAdder;  
reg [MSBI+2:0] SigmaLatch;  
reg [MSBI+2:0] DeltaB;      
always @(*) DeltaB = {SigmaLatch[MSBI+2], SigmaLatch[MSBI+2]} << (MSBI+1);
always @(*) DeltaAdder = DACin + DeltaB;
always @(*) SigmaAdder = DeltaAdder + SigmaLatch;
always @(posedge CLK or posedge RESET) begin
   if(RESET) begin
      SigmaLatch <= 1'b1 << (MSBI+1);
      DACout <= INV;
   end else begin
      SigmaLatch <= SigmaAdder;
      DACout <= SigmaLatch[MSBI+2] ^ INV;
   end
end
endmodule

==> summary.txt <==
fresh numbers from the pnr run: final setup vio count=0, DIE AREA=6400 µm², critical path class=input pin to flip-flop, Synth Warn #=1, Buffers on Ports=10, vias=approximately 430, Die H=80 µm, cts bufs inserted=3, Fin Clk Skew=0.00338 ns, CP endpoint kind=flip-flop, FP Rows=21, largest net degree at the start of global routing=12, Chip Area, Yosys=639 µm², Clk Latency, worst-skew pair=~0.26 ns, tool warning count=25, filler cell count=382, Detail Route Antenna Nets=0, Hold Startpoint=SigmaLatch[9]$_DFF_PP0_, fin worst setup slack=3.95 ns, Static Leak=0.000369 µW, Slowest-stage cell, CP=clkdlybuf4s50_1, RSZ-0062 raised after global routing=false, CTS sink count=11, root buffer cell=clkbuf_4, Fin Setup TNS=0 ns, wire per inst=9.37 µm, worst hold path depth=1, DIE WIDTH=80 µm, Max Slew Vio Count=0, # Cells Yosys=55, reg2reg start=SigmaLatch[0]$_DFF_PP0_, Hold Buf Count CTS=0, Critical Path RT=7.10 ns, CP Cell Sequence=clkdlybuf4s50_1 -> ha_1 -> inv_1 -> fa_1 -> nor2b_4 -> o2111ai_1 -> a31oi_1 -> xor2_1, final period utilization=42.8%, sequential share of the synthesized area=43.4%, total core area=between 3000 and 4000 µm², H-tree depth=1, dominant logic cell type in the layout=clkdlybuf4s50_1, Gate Count Post-Synth=55, Combinational Power Share=between 50% and 60%, CP max FO=2, WP buf/inv=2, Diodes inserted=0, first-pass GRT wire length=1930 µm, placed insts=111, Period minus WS final=2.95 ns, kind of cell adding the most delay to the critical path=adder cells, Worst-path clk slew=0.07 ns, final-report hold violation count=0, post-layout util=24.1%, Clk network pwr share=between 10% and 20%, Finished Layout Cells=115, pwr dens=419 nW/µm², P_int=between 200 and 250 µW, Worst path depth=8, number of cells on the worst reg-to-reg path=7, highest cell delay on the worst timing path=about 0.46 ns, library cells used by synthesis=23, Synthesized registers=11, PostCTS Resize Cnt=0, Min-Delay Endpoint=DACout$_DFF_PP1_, Synth-to-Final Area Change=28.8%, GRT Overall Usage=between 3 and 4%, io pins=11, Core Util at FP=18.7%, Net Sw Frac=between 30% and 40%, Placer Congestion=0.786, hpwl dp=912 µm, measured slew at the worst slew-check pin=~0.42 ns, Max Fclk=about 340 MHz, Congestion Overflow GR=0, r2r endpoint=SigmaLatch[8]$_DFF_PP1_, net switching power=123 µW, synthesized area=639 µm², Top cells excl fill/tap=clkdlybuf4s50_1 (10), dfrtp_1 (9), ha_1 (9), inv_1 (6), xor2_1 (4), maximum capacitance violations=0, Vias/cell=3.74, layout cells sized above 1=11.6%, final WL=1080 µm, CTS tree=yes, Reg2Reg Setup Slack=5.20 ns, relative slew slack=72.1%, iteration-0 DRC count of the detailed router=15, Startpoint Class=input pin, clk buf depth=2, HP Class=flip-flop to flip-flop, worst ir drop on vdd=0.111 mV, drt first pass iters=3, residual DRC count=0, register share of total power=33.3%, status=complete, no violations, worst slack at placement=3.67 ns, # Post-CTS Setup Buffers=0, initial antenna violation count=0, Worst EP arrival=3.15 ns, Mean Syn Cell Area=11.6 µm², vias in the first global route=458
## metrics by stage
step	power, µW	hold WS (ns)	instance area [µm²]
3_5_place_dp	305	0.383	797
5_1_grt	380	0.403	823
4_1_cts	350	0.393	823
6_report	345	0.389	823
2_1_floorplan	266	0.364	639
3_3_place_gp	300	0.372	797
## registers in the layout (all words and copies together), names as in the netlist
signal	cells
DACout	1
SigmaLatch	10
## cells by family after synthesis
logic type	synth area share [%]
AOI/OAI and AO/OA	14.9
xor gates and xnor gates	9.59
adders and majority gates	20.7
buffers and inverters	3.52
DFF	43.4
and+or+nand+nor	7.83
## synthesized netlist by cell type
library cell	number	area, µm²
dfrtp_1	9	225
o21a_1	2	15.0
nand2b_1	1	6.26
o21ai_0	1	5.00
nand3b_1	1	7.51
xor2_1	4	35.0
o31ai_2	1	12.5
nand2_1	2	7.51
a21oi_2	1	8.76
or2_1	1	6.26
ha_1	9	113
inv_1	6	22.5
a21o_1	2	15.0
o2111ai_1	1	8.76
a31oi_1	1	6.26
fa_1	1	20.0
dfstp_2	2	52.6
nor3_1	1	5.00
nor2_1	1	3.75
nor2b_4	1	13.8
xnor2_1	3	26.3
a21oi_1	3	15.0
a31o_1	1	8.76
## metal layers
layer  track usage [%]  up-vias  wire, µm
met5                 0        -         0
met4             0.352        0         8
met3              2.50        2       108
met2              5.78        9       497
met1              4.40      200       462
li1                  -      219         -
## cell type report
cell class	instances	area, µm²	share of cell area [%]
multi-input combinational	38	339	41.2
sequential	11	278	33.7
timing repair buffer	10	100	12.2
tap	46	57.6	6.99
clock buffer	4	26.3	3.19
inverter	6	22.5	2.74
## worst max path at each step
stage	end	slack, ns	from
final	SigmaLatch[8]$_DFF_PP1_	3.95	DACin[0]
after CTS	SigmaLatch[8]$_DFF_PP1_	3.94	DACin[0]
after global routing	SigmaLatch[8]$_DFF_PP1_	3.88	DACin[0]
## power by group through the flow
stage     Clock (µW)  Combinational, µW  Sequential (µW)
4_1_cts         44.7                190              116
6_report        42.2                188              115
5_1_grt         49.8                212              118
## worst register-to-register path: stages (launching register included)
cell	delay [ns]
dfrtp_1	0.33
ha_1	0.17
inv_1	0.06
fa_1	0.43
nor2b_4	0.14
o2111ai_1	0.14
a31oi_1	0.21
xor2_1	0.16
Power is estimated from default activity; no workload was simulated.
