**run.sh**
```bash
#!/bin/bash
# OpenROAD 26Q1-2900-gdf79404cd8, Yosys 0.63+post, stock flow scripts
make -C /OpenROAD-flow-scripts/flow DESIGN_CONFIG=/design/flow/config.mk WORK_HOME=/design/flow/orfs finish
```
**config.mk**
```make
export PLATFORM = sky130hd
export DESIGN_NAME = megacart
export DESIGN_NICKNAME = megacart
export VERILOG_FILES = /design/flow/design.v
export SDC_FILE = /design/flow/constraint.sdc
export NUM_CORES = 4
export LEC_CHECK = 1
export CORE_AREA = 10 10 98 98
export DIE_AREA = 0 0 108 108
```
**design.v**
```verilog
module megacart
(
	input clk,
	input reset_n,
	input active,
	input [15:0] vic_addr,
	input vic_wr_n,
	input vic_io2_sel,
	input vic_io3_sel,
	input vic_blk123_sel,
	input vic_blk5_sel,
	input vic_ram123_sel,
	input [7:0] from_vic,
	output reg [7:0] to_vic,
	output [22:0] mc_addr,
	output mc_wr_n,
	output mc_rom_sel,
	output mc_nvram_sel,
	output reg mc_qm,
	output mc_soft_reset
);
reg bank_ena;
reg [7:0] bank_high;
reg [7:0] bank_low;
reg nvram_ena_l;
reg soft_reset;
wire [6:0] eff_bank_low = bank_ena ? bank_low[6:0] : 7'h7f;
wire [6:0] eff_bank_high = bank_ena ? bank_high[6:0] : 7'h7f;
wire ram_low_ena = bank_ena & bank_low[7];
wire ram_high_ena = bank_ena & bank_high[7];
wire ram_wp_n = bank_high[6];
wire rom_high_sel = active & (!ram_high_ena & vic_blk5_sel);
wire rom_low_sel = active & !ram_low_ena & (vic_blk5_sel | vic_blk123_sel); 
assign mc_rom_sel = rom_high_sel | rom_low_sel;
wire mc_ram_sel = ram_low_ena & ram_high_ena & (vic_blk123_sel | vic_blk5_sel);
wire mc_lowram_sel = (!nvram_ena_l & vic_ram123_sel);
assign mc_nvram_sel = active & (vic_ram123_sel | vic_io2_sel | vic_io3_sel);
assign mc_wr_n = active ? vic_wr_n | (mc_ram_sel & !ram_wp_n) | (nvram_ena_l & mc_nvram_sel)
						: vic_wr_n;
assign mc_addr = rom_high_sel ? {3'b001,eff_bank_high,vic_addr[12:0]} :
							rom_low_sel ? {3'b000,eff_bank_low,vic_addr[12:0]} :
								{{7{1'b0}},vic_addr[15:0]};
always @(posedge clk) begin
	mc_qm<=1'b0;
	if(vic_io3_sel) begin
		if(vic_addr[9:0]==10'h80) begin
			to_vic<=bank_high;
			mc_qm<=1'b1;
		end
		if(vic_addr[9:0]==10'h100) begin
			to_vic<=bank_low;
			mc_qm<=1'b1;
		end
	end
end
reg active_d;
always @(posedge clk) begin
	active_d<=active;
	if(!reset_n) begin
		nvram_ena_l<=1'b0;
	end
	soft_reset<=1'b0;
	if(vic_io3_sel && !vic_wr_n) begin
		if(vic_addr[7])
			bank_high <= from_vic;
		if(vic_addr[8])
			bank_low <= from_vic;
		if(vic_addr[8] && vic_addr[7])
			nvram_ena_l <= from_vic[0];
		if(vic_addr[9])
			soft_reset<=1'b1;
	end
	if(active!=active_d)	 
		soft_reset<=1'b1;
end
assign mc_soft_reset = soft_reset;
always @(posedge clk) begin
	if(!reset_n) begin
		bank_ena<=1'b0;
	end
	if(soft_reset) begin
		bank_ena<=!bank_ena;
	end
end
endmodule
```
**constraint.sdc**
```tcl
current_design megacart

set clk_period 3.4
set clk_io_pct 0.2

create_clock -name clk0 -period $clk_period [get_ports {clk}]

set non_clock_inputs [all_inputs -no_clocks]
set_input_delay [expr $clk_period * $clk_io_pct] -clock clk0 $non_clock_inputs
set_output_delay [expr $clk_period * $clk_io_pct] -clock clk0 [all_outputs]
```
==> results.toml <==
# generated from flow reports
[run]
warning_count = 25
maxCapViolations = 0

[setup_path]
worst-setup-path-type = "input pin to primary output"
r2r-end = "to_vic[7]"
startpoint = "active"
slowest_stage = "clkdlybuf4s50_1"
crit_chain = "clkdlybuf4s50_1, nand3b_1, and2_1, a211oi_1, clkdlybuf4s50_1"
rr_worst_depth = 1
critPathArrivalTime_ns = 2.49
r2r_slack_ns = 2.47
cp-start-kind = "input pin"
critPathRequiredTime_ns = 2.72
crit_family = "buffers and inverters"
max_stage_delay_ns = 0.60
crit_buf_inv = 2
r2r_start = "bank_high[7]"
crit_path_end_kind = "primary output"
worst_path_most_repeated_cell = "clkdlybuf4s50_1"
crit_fanout = 8

[cts]
clk_latency_ns = 0.27
cts_resized = 0
cts_tree = "done"
cts.sinks = 29
postCtsSetupBuffers = 0
cts_buffers = 5
cts_buffer_depth = 2
clk_pin_slew_ns = 0.06
holdBufCountCts = 0
ctsHtreeMaxLevel = 2
cts.root.buffer_cell = "clkbuf_8"

[logic_synthesis]
yosysWarnings = 1
synthTopCellsByCount = "25 x edfxtp_1, 16 x buf_4, 13 x nand2_1"
top_cell_area_share_pct = 51.7
syn_area_um2 = 1450
synthXorXnorAreaFrac_pct = 1.21
edf_count = 25
mux_area_share_pct = 8.27
simple_gate_share_pct = 17.8
most_common_cell = "edfxtp_1"
yosysCellCount = 110
top_area_cell = "edfxtp_1"
synth_cells = 110
area_leaders = "edfxtp_1 52%, buf_4 8.3%, mux2_4 8.3%"
yosys.area_share.aoi_pct = 4.82
yosysUniqueCellTypes = 30
synth-async-reset-ratio_pct = 0
synth_area_per_cell_um2 = 13.2
yosysSeqAreaShare_pct = 57.2
synthFlopType = "edfxtp_1"
synth-seq-cells = 29
yosysChipArea_um2 = 1450
ys_top_logic_family = "simple AND/OR/NAND/NOR gates"
synth_adder_area_share_pct = 0

[route]
first_pass_iters = 4
drtAntennaViolNets = 0
antenna_cells = 0
via_per_inst = 3.62
drt_iter0_markers = 47
drc = 0
drt-wirelength-per-cell_um = 13.0
drt-total-wl_um = 3460
vias = 958

[sta]
tns_ns = 0
max_freq_ghz = 0.316
slew_violations = 0
hold_viol = 0
finClkSkew_ns = 0.00127
rsz0062_at_grt = "false"
period_used_pct = 93.1
fin_crit_ns = 3.17
postLayoutSetupSlackWorst_ns = 0.234
hold_ws_ns = 0.461
final-setup-viol-count = 0

[placement]
gp_congestion = 0.876
post-place-cells = 257
post-place-ws_ns = 0.183
postPlaceCellArea_um2 = 2070
portBuffers = 60
dp_hpwl_um = 3000

[global_route]
grtUsageMet2_pct = 11.3
grt_max_degree = 14
grtUsageTotal_pct = 5.77
overflow = 0
grtUsageMet3_pct = 1.81
grt_pass1_vias = 1013
grt_antenna_before_repair = 0
busiest_layer = "met2"
grt_pass1_wl_um = 5300
grt_use_met1_pct = 5.77

[cells_and_area]
combGateArea_um2 = 474
nFillCells = 760
post-route-util_pct = 28.1
final_area_um2 = 2150
syn_to_final_growth_pct = 48.1
flop_area_um2 = 831
fin_cells = 265
drive_above_1_share_pct = 13.5

[die]
die_h_um = 108
num_rows = 32
io_pins = 69
dieArea_um2 = 11700
core_um2 = 7650
fp_util_pct = 19.0
die_width_um = 108

[power]
powerDensity_nw_per_um2 = 375
p_comb_share_pct = 17.0
peakVddDrop_v = 0.000118
total_power_mw = 0.808
switching_share_pct = 21.7
p_leak_nw = 0.793
p_sw_mw = 0.175
seq_power_share_pct = 51.4
p_int_mw = 0.633
p_clk_share_pct = 31.7

[min_path]
holdPathStages = 2
min-delay-start = "active_d"
min_to = "soft_reset"
hold_class = "flip-flop to flip-flop"

[status]
outcome = "completed"
[power by group through the flow]
stage | clock network, mW | logic, mW | registers [mW]
4_1_cts | 0.264 | 0.140 | 0.415
5_1_grt | 0.282 | 0.148 | 0.418
6_report | 0.256 | 0.137 | 0.415
[final cells by class]
type / instances / area share (%)
clock buffer: 5 / 3.20
sequential: 29 / 38.6
tap: 102 / 5.93
multi-input combinational: 58 / 22.0
clock inverter: 3 / 0.581
inverter: 6 / 1.05
timing repair buffer: 62 / 28.6
[cell families after synthesis]
family                 count (synthesis)
AND-OR/OR-AND                         10
XOR/XNOR                               2
buffers and inverters                 24
flip-flops                            29
multiplexers                           8
other                                  1
AND/OR/NAND/NOR                       36
[routing by layer]
layer / vias to the layer above / wire [um] / part of all wire, %
li1: 490 / - / -
met1: 439 / 1250 / 36
met2: 23 / 1940 / 56
met3: 6 / 191 / 5.5
met4: 0 / 74 / 2.1
met5: - / 0 / 0
[worst max path at each step]
stage,to,cells after the start,slack (ns)
6_report,mc_addr[13],5,0.23
4_1_cts,mc_addr[13],5,0.19
5_1_grt,mc_addr[15],6,0.1
[registers in the layout (all words and copies together) (netlist names)]
signal,count
bank_high,8
bank_low,8
to_vic,8
active_d,1
bank_ena,1
mc_qm,1
nvram_ena_l,1
soft_reset,1
[cells in the final DEF, fill, tap and decap left out, drive strengths merged, types with 3 or more instances in the layout]
master and instances:
a211oi 3, a31oi 4, and2 3, clkbuf 5
clkdlybuf4s50 60, clkinv 4, dfxtp 4, edfxtp 25
inv 5, mux2 8, nand2 13, nand3 3
nor3b 3, nor4 3, nor4b 3
