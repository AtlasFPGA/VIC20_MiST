**design/flow/run.sh**
```bash
#!/bin/bash
# OpenROAD 26Q1-2900-gdf79404cd8, Yosys 0.63+post, stock flow scripts
make -C /OpenROAD-flow-scripts/flow DESIGN_CONFIG=/design/flow/config.mk WORK_HOME=/design/flow/orfs finish
```
**design/flow/config.mk**
```make
export PLATFORM = sky130hd
export DESIGN_NAME = sdram
export DESIGN_NICKNAME = sdram
export VERILOG_FILES = /design/flow/design.v
export SDC_FILE = /design/flow/constraint.sdc
export NUM_CORES = 4
export LEC_CHECK = 1
export CORE_UTILIZATION = 50
```
**design/flow/constraint.sdc**
```tcl
current_design sdram

set clk_period 2.8
set clk_io_pct 0.2

create_clock -name clk0 -period $clk_period [get_ports {clk}]

set non_clock_inputs [all_inputs -no_clocks]
set_input_delay [expr $clk_period * $clk_io_pct] -clock clk0 $non_clock_inputs
set_output_delay [expr $clk_period * $clk_io_pct] -clock clk0 [all_outputs]
```
**design/flow/design.v**
```verilog
module sdram
(
	inout  reg [15:0] SDRAM_DQ,    
	output reg [12:0] SDRAM_A,     
	output reg        SDRAM_DQML,  
	output reg        SDRAM_DQMH,  
	output reg  [1:0] SDRAM_BA,    
	output reg        SDRAM_nCS,   
	output reg        SDRAM_nWE,   
	output reg        SDRAM_nRAS,  
	output reg        SDRAM_nCAS,  
	output            SDRAM_CKE,
	input             init,			 
	input             clk,			 
	input             clkref,		 
	input       [1:0] bank,
	input       [7:0] din,			 
	output      [7:0] dout,			 
	input      [22:0] addr,        
	input             oe,          
	input             we           
);
assign SDRAM_CKE = ~init;
localparam RASCAS_DELAY   = 3'd3;    
localparam BURST_LENGTH   = 3'b000;  
localparam ACCESS_TYPE    = 1'b0;    
localparam CAS_LATENCY    = 3'd2;    
localparam OP_MODE        = 2'b00;   
localparam NO_WRITE_BURST = 1'b1;    
localparam MODE = { 3'b000, NO_WRITE_BURST, OP_MODE, CAS_LATENCY, ACCESS_TYPE, BURST_LENGTH}; 
localparam STATE_IDLE  = 3'd0;    
localparam STATE_START = 3'd1;    
localparam STATE_CONT  = STATE_START  + RASCAS_DELAY;  
localparam STATE_LAST  = 3'd7;    
reg  [2:0] q;
reg [22:0] a;
reg        wr;
reg        ram_req=0;
reg [15:0] i;
always @(posedge clk) begin
    reg [22:0] old_addr;
    reg old_rd, old_we, old_ref;
    old_ref<=clkref;
    if(q==STATE_IDLE) begin
        old_rd<=oe;
        old_we<=we;
        ram_req <= 0;
        wr <= 0;
        if((~old_rd & oe) | (~old_we & we)) begin
            ram_req <= 1;
            wr <= we;
            a <= addr;
        end
    end
    q <= q + 3'd1;
    if(old_ref ^ clkref) begin
        if (clkref) q <= 0;
        old_rd <= 0;
        old_we <= 0;
    end
end
localparam MODE_NORMAL = 2'b00;
localparam MODE_RESET  = 2'b01;
localparam MODE_LDM    = 2'b10;
localparam MODE_PRE    = 2'b11;
reg [1:0] mode;
reg [4:0] reset=5'h1f;
always @(posedge clk or posedge init) begin  
	if(init) begin
		reset <= 5'h1f;
		mode <= MODE_RESET;
	end else begin
		if(q == STATE_LAST) begin
			if(reset != 0) begin
				reset <= reset - 5'd1;
				if(reset == 14)     mode <= MODE_PRE;
				else if(reset == 3) mode <= MODE_LDM;
				else                mode <= MODE_RESET;
			end
			else mode <= MODE_NORMAL;
		end
	end
end
localparam CMD_INHIBIT         = 4'b1111;
localparam CMD_NOP             = 4'b0111;
localparam CMD_ACTIVE          = 4'b0011;
localparam CMD_READ            = 4'b0101;
localparam CMD_WRITE           = 4'b0100;
localparam CMD_BURST_TERMINATE = 4'b0110;
localparam CMD_PRECHARGE       = 4'b0010;
localparam CMD_AUTO_REFRESH    = 4'b0001;
localparam CMD_LOAD_MODE       = 4'b0000;
wire [7:0] ram_dout = a[0] ? i[15:8] : i[7:0];
assign dout = oe ? ram_dout : 8'hFF;
reg dqmh,dqml;
always @(posedge clk) begin
	casex({ram_req,wr,mode,q})
		{2'b1X, MODE_NORMAL, STATE_START}: {SDRAM_nCS, SDRAM_nRAS, SDRAM_nCAS, SDRAM_nWE} <= CMD_ACTIVE;
		{2'b11, MODE_NORMAL, STATE_CONT }: {SDRAM_nCS, SDRAM_nRAS, SDRAM_nCAS, SDRAM_nWE} <= CMD_WRITE;
		{2'b10, MODE_NORMAL, STATE_CONT }: {SDRAM_nCS, SDRAM_nRAS, SDRAM_nCAS, SDRAM_nWE} <= CMD_READ;
		{2'b0X, MODE_NORMAL, STATE_START}: {SDRAM_nCS, SDRAM_nRAS, SDRAM_nCAS, SDRAM_nWE} <= CMD_AUTO_REFRESH;
		{2'bXX,    MODE_LDM, STATE_START}: {SDRAM_nCS, SDRAM_nRAS, SDRAM_nCAS, SDRAM_nWE} <= CMD_LOAD_MODE;
		{2'bXX,    MODE_PRE, STATE_START}: {SDRAM_nCS, SDRAM_nRAS, SDRAM_nCAS, SDRAM_nWE} <= CMD_PRECHARGE;
		                          default: {SDRAM_nCS, SDRAM_nRAS, SDRAM_nCAS, SDRAM_nWE} <= CMD_INHIBIT;
	endcase
	casex({ram_req,mode,q})
		{1'b1,  MODE_NORMAL, STATE_START}: SDRAM_A <= a[21:9];
		{1'b1,  MODE_NORMAL, STATE_CONT }: SDRAM_A <= {dqmh,dqml,2'b10, a[22], a[8:1]};
		{1'bX,     MODE_LDM, STATE_START}: SDRAM_A <= MODE;
		{1'bX,     MODE_PRE, STATE_START}: SDRAM_A <= 13'b0010000000000;
		                          default: SDRAM_A <= {dqmh,dqml,11'b00000000000};
	endcase
	if(q == STATE_START) begin
		SDRAM_BA <= (mode == MODE_NORMAL) ? bank : 2'b00;
		SDRAM_DQ <= wr ? {din, din} : 16'bZZZZZZZZZZZZZZZZ;
		{SDRAM_DQMH,SDRAM_DQML} <= {~a[0] & wr,a[0] & wr};
		{dqmh,dqml} <= {~a[0] & wr,a[0] & wr};
		if(wr) SDRAM_DQ <= { din, din };
	end
	if (q == STATE_CONT+CAS_LATENCY+1) begin
		if (~wr & ram_req) i <= SDRAM_DQ;
	end
end
endmodule
```
==> results.txt <==
run status = finished clean
WS Path Type = input pin to output pin
clk root buf = clkbuf_8
Port Buffers = 67
Clock Sinks = 75
most frequent cells in the layout = clkdlybuf4s50_1, edfxtp_1, dfxtp_1
logic area = 656 µm²
Worst Path Arrival = 1.76 ns
CTS tree = built
share of cells above drive strength 1 = 12.7%
Clock Tree Buf Depth = 2
crit path cell chain = clkdlybuf4s50_1, nand2b_1, clkdlybuf4s50_1
GRT Total Usage = 17.8%
Via density = 4.95
R2R Setup Slk = 0.87 ns
io pins = 84
initial antenna violation count = 0
first-pass GRT wire length = 7.40 mm
DR WL/cell = 13.8 µm
DPL Wire Length = 3.09 mm
RSZ-0062 raised after global routing = false
Crit. End Element = output pin
Antenna Nets Post-Route = 0
Post-Synthesis Cells = 180
Worst-path clk slew = 0.07 ns
FMAX = 0.431 GHz
leakage = 0.00136 µW
Yosys warnings = 2
sequential cell area = 1990 µm²
Iteration-0 DRC Markers = 37
number of max-cap violations = 0
Slew @ Worst Pin = 0.674 ns
Main synth FF type = edfxtp_1
number of fill cells = 339
clk latency of the worst-skew pair = 0.34 ns
Post-synth seq share = 71.9%
Slew HR = 54.9%
CTS Buf Count = 9
first-pass iteration count of the detailed router = 4
CP startpoint kind = input pin
Hold-fix buffers, CTS = 0
share of synthesized registers carrying an async set or reset = 9.33%
Setup TNS = 0 ns
hold_ws = 0.330 ns
most numerous logic cell after layout = clkdlybuf4s50_1
chip area = 5850 µm²
residual DRC count = 0
syn_area_per_cell = 15.4 µm²
grt total ovfl = 0
final wirelength = 4.45 mm
CP Data Required Time = 2.24 ns
most area-consuming cells after synthesis = edfxtp_1, dfxtp_1, dfstp_2
core area = 5240 µm²
Post-CTS Setup Inserts = 0
maximum VDD drop = 0.466 mV
htree depth = 3
Ant. Diodes = 0
via count = 1594
worst r2r path cells = 4
Post-synth EDFFs = 45
Netlist cell types = 44
Tmin final = 2.32 ns
Final Hold Viols = 0
Clock Skew = 0.00998 ns
Crit Reg-Reg Startpoint = q[0]$_DFF_P_
kind of cell adding the most delay to the critical path = buffers and inverters
worst r2r dst = i[8]$_DFFE_PP_
most used cell along the critical path = clkdlybuf4s50_1
Chip Height = 76.5 µm
tool warnings = 79
Final Max Slew Viols = 0
Hold Startpoint = SDRAM_DQ[2]
Yosys Instances = 180
Core Util at FP = 53.0%
Top cell area share = 48.7%
crit path buf inv count = 2
final setup fails = 0
post-CTS sizing = 0
power density cells = 769 nW/µm²
CP max stage delay = 0.58 ns
die width = 76.5 µm
Layout area overhead = 32.7%
largest net degree at the start of global routing = 24
Hold/Removal Path Class = input pin to flop
critical path fanouts, max = 10
Hold Path Stages = 0
Synthesized registers = 75
WHS Endpoint = i[10]$_DFFE_PP_
final worst-path cycle share = 82.9%
final estimated routing congestion in global placement = 0.766
vias in the first global route = 1526
slowest stage cell, crit path = clkdlybuf4s50_1
chip area line of the yosys report = 2770 µm²
Synth area leader = edfxtp_1
row count = 26
post-synthesis cell area = 2770 µm²
[metrics by stage]
stage	cell area, µm²	setup WS (ns)	total power, µW	util, %	std cells
after detailed placement	3450	0.455	1950	65.9	306
after global routing	3680	0.383	2970	70.3	322
after global placement	3450	0.494	1940	65.9	306
final	3680	0.478	2830	70.3	322
after floorplan	2770	0.900	1700	-	180
after CTS	3680	0.454	2860	70.3	322
[how the worst max path moves through the flow]
stage                     end  cells past startpoint  slack, ns  startpoint
final                 dout[1]                      3       0.48          oe
after CTS             dout[1]                      3       0.45          oe
after global routing  dout[1]                      3       0.38          oe
[area by class of cell]
type	count	area share, %
flip-flops and latches	75	54.2
multi-input cells	84	17.8
well taps	70	2.38
clock buffers	12	4.25
repair buffers	68	18.4
inverters	9	0.986
clock inverters	4	1.97
[kinds of logic (layout without fill, tap and decap cells)]
group | count (synthesis) | in the layout | synth area share [%]
fa+ha+maj | 8 | 8 | 3.61
xor+xnor | 3 | 3 | 0.947
simple gates | 42 | 42 | 9.65
compound gates | 24 | 24 | 6.59
buf+inv | 21 | 93 | 4.47
flops | 75 | 75 | 71.9
mux | 7 | 7 | 2.84
[cell usage after synthesis (2+ instances only)]
| cell type | n |
|---|---|
| ha_1 | 8 |
| inv_1 | 8 |
| a22o_1 | 8 |
| and2_1 | 10 |
| a21boi_0 | 2 |
| a21oi_1 | 2 |
| nand2b_1 | 9 |
| mux2_2 | 2 |
| xnor2_1 | 2 |
| nand3_1 | 2 |
| o21ai_0 | 3 |
| mux2i_1 | 3 |
| a31oi_1 | 3 |
| edfxtp_1 | 45 |
| nor2_1 | 6 |
| dfxtp_1 | 23 |
| dfstp_2 | 6 |
| nor2b_1 | 2 |
| nor3_1 | 3 |
| buf_4 | 9 |
[routing by layer]
layer	global-route usage, %	wire length (µm)	vias to the layer above
met3	6.20	331	8
met1	28.1	1940	749
li1	-	-	773
met4	2.69	89	0
met2	26.9	2090	64
met5	0	0	-
[state kept, by name (all words and copies together), names as in the netlist, 2 cells and up, named ones only]
signal	cells
SDRAM_DQ	8
SDRAM_A	13
a	23
reset	5
q	3
i	8
SDRAM_BA	2
mode	2
[report_power, final]
| group | switching [µW] | internal (µW) |
|---|---|---|
| logic | 174 | 275 |
| registers | 68.5 | 1400 |
| clock network | 357 | 555 |
[worst register-to-register path: stages, from the launching register on]
cell	delay, ns
dfxtp_1	0.36
ha_1	0.16
ha_1	0.39
nand2_1	0.12
nor2_1	0.54
Power is estimated from default activity; no workload was simulated.
